**/design/flow/config.mk**
```make
export PLATFORM = sky130hd
export DESIGN_NAME = sar_logic_CS_10bit_k6
export DESIGN_NICKNAME = sar_logic_CS_10bit_k6
export VERILOG_FILES = /design/flow/design.v
export SDC_FILE = /design/flow/constraint.sdc
export NUM_CORES = 4
export LEC_CHECK = 1
export CORE_UTILIZATION = 30
```
**/design/flow/constraint.sdc**
```tcl
current_design sar_logic_CS_10bit_k6

set clk_period 2.8
set clk_io_pct 0.2

create_clock -name clk0 -period $clk_period [get_ports {clk}]

set non_clock_inputs [all_inputs -no_clocks]
set_input_delay [expr $clk_period * $clk_io_pct] -clock clk0 $non_clock_inputs
set_output_delay [expr $clk_period * $clk_io_pct] -clock clk0 [all_outputs]
```
**/design/flow/design.v**
```verilog
module sar_logic_CS_10bit_k6(
	input clk,
	input rst,
	input cnvst,
	input cmp_out,
	input cmp_out_coarse,
	output reg [9:0] sar,  
	output reg eoc,  
	output reg cmp_clk,  
	output reg cmp_clk_coarse,
	output reg s_clk,  
	output reg [19:0] fine_btm,
	output reg [11:0] coarse_btm,
	output reg fine_switch_drain,
	output reg coarse_switch_drain,
	output s_clk_not,
	output [19:0] fine_btm_not,
	output [11:0] coarse_btm_not,
	output fine_switch_drain_not,
	output coarse_switch_drain_not
	);
	parameter S_wait						= 4'd0;
	parameter S_drain 					= 4'd1;
	parameter S_comprst					= 4'd2;
	parameter S_ds							= 4'd3;
	parameter S_comprst_coarse 	= 4'd4;
	parameter S_decide					= 4'd5;
	assign s_clk_not = ~s_clk;
	assign fine_btm_not = ~fine_btm;
	assign fine_switch_drain_not = ~fine_switch_drain;
	assign coarse_btm_not = ~coarse_btm;
	assign coarse_switch_drain_not = ~coarse_switch_drain;
	reg [3:0] state;
	reg drain;
	reg [3:0] b;
	reg [2:0] b_coarse;
	reg ds;
	reg fine_up;  
	always @(posedge clk) begin  
		if (rst) 
			state <= S_wait;
		else
			case(state)
				S_wait:
					if(cnvst)
						state <= S_drain;
					else 
						state <= S_wait;
				S_drain:
					if(drain)
						state <= S_drain;
					else
						state <= S_comprst_coarse;
				S_comprst:
					state <= S_decide;
				S_comprst_coarse:
					state <= S_decide;
				S_ds:
					if(ds==0)
						state <= S_comprst;
				S_decide:
					if(b==0)
						state <= S_wait;
					else
						if(b_coarse)
							state <= S_comprst_coarse;
						else if(ds)
							state <= S_ds;
						else 
							state <= S_comprst;
			endcase
	end
	always @(posedge clk) begin  
		if (rst) 
			eoc <= 0;
		else 
			if (b == 0 && state == S_decide) 
				eoc <= 1;
			else
				eoc <= 0;
	end
	always @(posedge clk) begin  
		if (rst)
			b <= 0;
		else 
			case(state)
				S_wait:
					b <= 4'd9;
				S_decide:
					if(b)
						b <= b - 1;
			endcase
	end
	always @(posedge clk) begin  
		if (rst)
			b_coarse <= 3'd5;
		else 
			case(state)
				S_wait:
					b_coarse <= 3'd5;
				S_decide:
					if(b_coarse)
						b_coarse <= b_coarse - 1;
			endcase
	end
	always @(*) begin  
		if (rst) 
			s_clk <= 1;
		else 
			if (state == S_wait) 
				s_clk <= 1;
			else
				s_clk <= 0;
	end
	always @(posedge clk) begin  
		if (rst) 
			cmp_clk <= 0;
		else 
			if (state == S_comprst) 
				cmp_clk <= 1;
			else
				cmp_clk <= 0;
	end
	always @(posedge clk) begin  
		if (rst) 
			cmp_clk_coarse <= 0;
		else 
			if (state == S_comprst_coarse) 
				cmp_clk_coarse <= 1;
			else
				cmp_clk_coarse <= 0;
	end
	always @(posedge clk) begin  
		if (rst) 
			drain <= 1;
		else 
			if (state == S_drain)
				drain <= 0;
			else if (state == S_wait)
				drain <= 1;
	end
	always @(posedge clk) begin  
		if (rst) 
			ds <= 1;
		else 
			if (state == S_ds)
				ds <= 0;
			else if (state == S_wait)
				ds <= 1;
	end
	always @(posedge clk) begin  
		if (rst) begin
			sar <= 0;
		end
		else
			case(state)
				S_wait:
					sar <= 10'b1000000000;
				S_decide: begin
					if(cmp_clk_coarse) begin
						if(cmp_out_coarse == 0)
							sar[b] <= 0;
						if(b)
						 sar[b-1] <= 1;
					end
					else begin
						if(cmp_out == 0)
							sar[b] <= 0;
						if(b)
							sar[b-1] <= 1;
					end
				end
			endcase
	end
	always @(posedge clk) begin  
		if (rst) begin
			fine_btm <= 20'd0;
			fine_switch_drain <= 1;
			coarse_switch_drain <= 1;
			coarse_btm <= 10'd0;
		end
		else
			case(state)
				S_wait: begin
					fine_btm <= 20'd0;
					coarse_btm <= 10'd0;
					fine_switch_drain <= 1;
					coarse_switch_drain <= 1;
				end
				S_drain:
					case(drain)
						1:
							coarse_switch_drain <= 0;
						0: begin
							coarse_btm <= 10'b1111100000;
							end
						endcase
				S_ds:
					case(ds)
						1:
							fine_switch_drain <= 0;
						0: begin
							if(sar[9] == 1) begin
								fine_btm[19] <= 1;
								fine_btm[9] <= 1;
							end
							if(sar[8] == 1) begin
								fine_btm[18] <= 1;
								fine_btm[8] <= 1;
							end
							if(sar[7] == 1) begin
								fine_btm[17] <= 1;
								fine_btm[7] <= 1;
							end
							if(sar[6] == 1) begin
								fine_btm[16] <= 1;
								fine_btm[6] <= 1;
							end
							if(sar[5] == 1) begin
								fine_btm[15] <= 1;
								fine_btm[5] <= 1;
							end
							if(sar[4] == 1) begin
								fine_btm[14] <= 1;
								fine_btm[4] <= 1;
							end
							fine_btm[13:10] <= 5'b1111;
						end
					endcase
				S_decide:
					if(cmp_clk_coarse) 
						if(cmp_out_coarse) begin
							coarse_btm[b_coarse] <= 1;
						end		
						else begin
							coarse_btm[b_coarse+6] <= 0;
						end
					else
						if(cmp_out) begin
							fine_btm[b] <= 1;
						end		
						else begin
							fine_btm[b+10] <= 0;
						end
			endcase
	end
endmodule
```
**/design/flow/run.sh**
```bash
#!/bin/bash
# OpenROAD 26Q1-2900-gdf79404cd8, Yosys 0.63+post, stock flow scripts
make -C /OpenROAD-flow-scripts/flow DESIGN_CONFIG=/design/flow/config.mk WORK_HOME=/design/flow/orfs finish
```
==> impl_report.txt <==
PHYSICAL IMPLEMENTATION REPORT
----------------------------------------------------
[GRT]
  Initial antenna violation count ........................ 0
  All-Layer GR Usage ........................ around a fifth
  Vias in the first global route ........................ around 3,600
  First-pass GRT wire length ........................ 19,000 µm
  Global-route congestion overflow total ........................ 0
  Largest net degree at the start of global routing ........................ 43

[Worst setup path]
  Type of origin of the critical path ........................ register
  Required time of the worst setup path ........................ 3050 ps
  Arrival time of data at the critical path endpoint ........................ 3130 ps
  Highest net fanout along the worst path ........................ 6
  Startpoint-to-endpoint class of the critical path ........................ reg2reg
  Capturing point of the worst reg2reg path ........................ sar[5]
  Category of the worst setup path capture point ........................ register
  Worst R2R Path Depth ........................ 13
  Reg-to-reg startpoint ........................ b[0]
  Timing endpoint of the critical path ........................ sar[5]
  Critical path launch point ........................ b[0]
  Worst reg2reg setup slack ........................ -80 ps

[STA]
  Setup repair after global routing missed its margin ........................ yes
  Max-slew violation count ........................ 0
  Worst slew margin relative to its limit ........................ 58.0%
  Largest clock skew in the final design ........................ 8.00 ps
  Final Worst Setup Slack ........................ -75.7 ps
  Transition time of the tightest slew-check pin ........................ 625 ps
  Highest attainable clock frequency ........................ 348 MHz
  Setup-failing EPs final ........................ 8
  Final critical path time including I/O delays and setup ........................ 2880 ps
  Final Hold Violation Tally ........................ 0
  Final period utilization ........................ 103%

[Die]
  Total die area ........................ 13,000 µm²
  Number of rows in the core area ........................ approximately 40
  DIE HEIGHT ........................ 114 µm
  Core box area ........................ 12,100 µm²
  Die width ........................ approximately 110 µm
  Initial core utilization ........................ between 30% and 40%
  Number of top-level design ports ........................ 88

[Yosys]
  Library cell with the highest instance count after synthesis ........................ dfxtp_1
  Largest type area fraction ........................ 33.0%
  Summed standard-cell area reported by yosys ........................ between 3000 and 4000 µm²
  Largest cells by area after synthesis ........................ dfxtp_1, a21oi_1, ha_1
  Proportion of synthesized flip-flops having asynchronous set or reset ........................ 0%
  Register share after synthesis ........................ roughly a third
  Synthesized cell area ........................ between 3000 and 4000 µm²
  Synth area leader ........................ dfxtp_1
  Avg Cell Area, Syn ........................ 7.60 µm²
  Number of standard cells after synthesis ........................ 495
  Yosys warns ........................ 1
  Number of enable flip-flop cells ........................ 0
  Synth cell count leaders ........................ dfxtp_1, a21oi_1, nand2_1
  Distinct cell type count after synthesis ........................ a little under 70
  Yosys Instances ........................ approximately 500
  Number of synthesized register bits ........................ 62
  Most instantiated flip-flop cell in the synthesis netlist ........................ dfxtp_1

[Power and ir drop]
  Clock Power Share ........................ 43.8%
  Combinational share of power ........................ 18.0%
  Max IR drop VDD ........................ 235 µV
  Sequential share of power ........................ 38.3%
  Power after layout ........................ between 2000 and 2500 µW
  Static power due to leakage ........................ 0.00201 µW
  Switching Power ........................ approximately 700 µW
  Power per cell area ........................ 450 nW/µm²
  Switching Fraction ........................ 28.5%
  Internal Power ........................ roughly 1700 µW

[Placement]
  Post-place instance area ........................ 4950 µm²
  Pre-CTS setup slack ........................ -93.4 ps
  GP Congestion ........................ between 0.8 and 0.9
  Number of input and output port buffers inserted ........................ 87
  Final HPWL DP ........................ around 8600 µm

[Detailed routing]
  Final routed wire length divided by cell count ........................ 15.4 µm
  Remaining DRCs ........................ 0
  Detailed-route wire length ........................ 11,900 µm
  Number of nets still failing antenna checks after routing ........................ 0
  Final antenna diode count ........................ 0
  Violation count after the first detailed-route iteration ........................ 220
  Avg Vias per Cell ........................ roughly 5.1
  Iteration count of the initial detailed-routing pass ........................ 5
  Via count of the routed design ........................ 3,907

[Run]
  OpenROAD warnings ........................ 41
  Number of maximum-capacitance violations ........................ 0

[CTS]
  Cell at the root of the clock tree ........................ clkbuf_16
  Number of CTS-inserted buffers ........................ 9
  Number of buffers on the longest clock path ........................ 2
  Sinks on Clock Net ........................ 62
  Reg clk slew, reported paths ........................ 60 ps
  Level count of the clock H-tree ........................ 3
  Clk latency late pin ........................ about 330 ps
  CTS tree ........................ built
  Count of hold buffers inserted by post-cts repair ........................ 0

[Min path]
  Path type of the worst min-delay path ........................ reg2reg

[Cells and area]
  Layout-stage area growth over the synthesis result ........................ 41.8%
  Layout cells sized above 1 ........................ 13.4%
  Non-Filler Cell Area, Final ........................ 5340 µm²

[Outcome]
  Violated checks ........................ setup timing
  Result of the run ........................ complete, but fails checks

----------------------------------------------------
## final cells by class
cell class	instances	area, µm²
inverter	51	194
tap	168	210
timing repair buffer	124	1150
sequential	62	1250
fill	1189	6780
clock inverter	6	42.5
multi-input combinational	350	2250
clock buffer	10	239
## sequential cells by signal, indices dropped and copies added (netlist names), 3 cells and up
| signal | cells |
|---|---|
| b | 4 |
| b_coarse | 3 |
| coarse_btm | 12 |
| fine_btm | 20 |
| sar | 10 |
| state | 6 |
## worst min path at each step
stage,startpoint,to,cells after the start
finish,state[2],cmp_clk,1
CTS,state[2],cmp_clk,1
global route,state[2],cmp_clk,1
## metal layers
metal | wire length (µm) | vias to the layer above | GRT usage [%]
met2 | 5360 | 156 | 30.6
li1 | - | 1939 | -
met4 | 262 | 0 | 2.86
met1 | 5490 | 1790 | 27.2
met5 | 0 | - | 0
met3 | 740 | 22 | 3.14
## critical path, stage by stage, from the launching register on
cell and delay (ps):
dfxtp_4 350, inv_4 40, ha_4 150, or2_0 200
o21ai_2 150, a21oi_2 110, nand2b_4 160, ha_1 280
nor4bb_2 290, nand4_1 170, a21o_1 260, nor4b_4 370
nand2_1 120, a21oi_1 140
## placed cells by master, fill, tap and decap left out, types with 3 or more instances in the layout
cell	instances
clkdlybuf4s50_1	87
dfxtp_1	60
a21oi_1	56
nand2_1	52
inv_1	49
nor2_1	40
buf_4	37
o21ai_0	24
ha_1	20
nor3_1	18
nand2b_1	12
a211oi_1	12
clkbuf_16	9
nor2b_1	8
nand3_1	8
a31oi_1	7
o211ai_1	6
nand3b_1	5
o21a_1	4
and3_1	4
a21o_1	4
nor3b_1	3
a221oi_1	3
## power by group through the flow
| stage | sequential [µW] | combinational, µW | clock, µW |
|---|---|---|---|
| global route | 921 | 469 | 1120 |
| finish | 918 | 431 | 1050 |
| CTS | 918 | 421 | 1070 |
## logic make-up after synthesis
kind of cell             count (synthesis)  synth area share [%]
buffers and inverters                   83                  9.08
adder cells (fa/ha/maj)                 22                  7.31
multiplexers                             3                 0.831
XOR/XNOR                                 3                  1.20
AND-OR/OR-AND                          145                  24.2
AND/OR/NAND/NOR                        177                  24.4
flip-flops                              62                  33.0
## timing repair
item,4_1_cts,5_1_grt
endpoints found under the setup margin,8,10
gates resized,7,2
setup buffers,6,2
pin swaps,8,5
## metrics by stage
| stage | utilization (%) | hold slack (ps) | setup TNS [ps] | std cells |
|---|---|---|---|---|
| after CTS | 43.8 | 463 | -98.3 | 769 |
| after detailed placement | 40.9 | 455 | -395 | 747 |
| after global placement | 40.9 | 448 | 0 | 747 |
| final | 44.0 | 462 | -374 | 771 |
| after global routing | 44.0 | 478 | -2230 | 771 |
| after floorplan | - | 401 | -1800 | 495 |
Power is estimated from default activity; no workload was simulated.
