`/design/flow/run.sh`:
```
#!/bin/bash
# OpenROAD 26Q1-2900-gdf79404cd8, Yosys 0.63+post, stock flow scripts
make -C /OpenROAD-flow-scripts/flow DESIGN_CONFIG=/design/flow/config.mk WORK_HOME=/design/flow/orfs finish
```
`/design/flow/config.mk`:
```
export PLATFORM = sky130hd
export DESIGN_NAME = sar_logic_CS_10bit_k5
export DESIGN_NICKNAME = sar_logic_CS_10bit_k5
export VERILOG_FILES = /design/flow/design.v
export SDC_FILE = /design/flow/constraint.sdc
export NUM_CORES = 4
export LEC_CHECK = 1
export CORE_UTILIZATION = 40
```
`/design/flow/design.v`:
```
module sar_logic_CS_10bit_k5(
	input clk,
	input rst,
	input cnvst,
	input cmp_out,
	input cmp_out_coarse,
	output reg [9:0] sar,  
	output reg eoc,  
	output reg cmp_clk,  
	output reg cmp_clk_coarse,
	output reg s_clk,  
	output reg [19:0] fine_btm,
	output reg [9:0] coarse_btm,
	output reg fine_switch_drain,
	output reg coarse_switch_drain,
	output s_clk_not,
	output [19:0] fine_btm_not,
	output [9:0] coarse_btm_not,
	output fine_switch_drain_not,
	output coarse_switch_drain_not
	);
	parameter S_wait						= 4'd0;
	parameter S_drain 					= 4'd1;
	parameter S_comprst					= 4'd2;
	parameter S_ds							= 4'd3;
	parameter S_comprst_coarse 	= 4'd4;
	parameter S_decide					= 4'd5;
	assign s_clk_not = ~s_clk;
	assign fine_btm_not = ~fine_btm;
	assign fine_switch_drain_not = ~fine_switch_drain;
	assign coarse_btm_not = ~coarse_btm;
	assign coarse_switch_drain_not = ~coarse_switch_drain;
	reg [3:0] state;
	reg drain;
	reg [3:0] b;
	reg [2:0] b_coarse;
	reg ds;
	reg fine_up;  
	always @(posedge clk) begin  
		if (rst) 
			state <= S_wait;
		else
			case(state)
				S_wait:
					if(cnvst)
						state <= S_drain;
					else 
						state <= S_wait;
				S_drain:
					if(drain)
						state <= S_drain;
					else
						state <= S_comprst_coarse;
				S_comprst:
					state <= S_decide;
				S_comprst_coarse:
					state <= S_decide;
				S_ds:
					if(ds==0)
						state <= S_comprst;
				S_decide:
					if(b==0)
						state <= S_wait;
					else
						if(b_coarse)
							state <= S_comprst_coarse;
						else if(ds)
							state <= S_ds;
						else 
							state <= S_comprst;
			endcase
	end
	always @(posedge clk) begin  
		if (rst) 
			eoc <= 0;
		else 
			if (b == 0 && state == S_decide) 
				eoc <= 1;
			else
				eoc <= 0;
	end
	always @(posedge clk) begin  
		if (rst)
			b <= 0;
		else 
			case(state)
				S_wait:
					b <= 4'd9;
				S_decide:
					if(b)
						b <= b - 1;
			endcase
	end
	always @(posedge clk) begin  
		if (rst)
			b_coarse <= 3'd4;
		else 
			case(state)
				S_wait:
					b_coarse <= 3'd4;
				S_decide:
					if(b_coarse)
						b_coarse <= b_coarse - 1;
			endcase
	end
	always @(*) begin  
		if (rst) 
			s_clk <= 1;
		else 
			if (state == S_wait) 
				s_clk <= 1;
			else
				s_clk <= 0;
	end
	always @(posedge clk) begin  
		if (rst) 
			cmp_clk <= 0;
		else 
			if (state == S_comprst) 
				cmp_clk <= 1;
			else
				cmp_clk <= 0;
	end
	always @(posedge clk) begin  
		if (rst) 
			cmp_clk_coarse <= 0;
		else 
			if (state == S_comprst_coarse) 
				cmp_clk_coarse <= 1;
			else
				cmp_clk_coarse <= 0;
	end
	always @(posedge clk) begin  
		if (rst) 
			drain <= 1;
		else 
			if (state == S_drain)
				drain <= 0;
			else if (state == S_wait)
				drain <= 1;
	end
	always @(posedge clk) begin  
		if (rst) 
			ds <= 1;
		else 
			if (state == S_ds)
				ds <= 0;
			else if (state == S_wait)
				ds <= 1;
	end
	always @(posedge clk) begin  
		if (rst) begin
			sar <= 0;
		end
		else
			case(state)
				S_wait:
					sar <= 10'b1000000000;
				S_decide: begin
					if(cmp_clk_coarse) begin
						if(cmp_out_coarse == 0)
							sar[b] <= 0;
						if(b)
						 sar[b-1] <= 1;
					end
					else begin
						if(cmp_out == 0)
							sar[b] <= 0;
						if(b)
							sar[b-1] <= 1;
					end
				end
			endcase
	end
	always @(posedge clk) begin  
		if (rst) begin
			fine_btm <= 20'd0;
			fine_switch_drain <= 1;
			coarse_switch_drain <= 1;
			coarse_btm <= 10'd0;
		end
		else
			case(state)
				S_wait: begin
					fine_btm <= 20'd0;
					coarse_btm <= 10'd0;
					fine_switch_drain <= 1;
					coarse_switch_drain <= 1;
				end
				S_drain:
					case(drain)
						1:
							coarse_switch_drain <= 0;
						0: begin
							coarse_btm <= 10'b1111100000;
							end
						endcase
				S_ds:
					case(ds)
						1:
							fine_switch_drain <= 0;
						0: begin
							if(sar[9] == 1) begin
								fine_btm[19] <= 1;
								fine_btm[9] <= 1;
							end
							if(sar[8] == 1) begin
								fine_btm[18] <= 1;
								fine_btm[8] <= 1;
							end
							if(sar[7] == 1) begin
								fine_btm[17] <= 1;
								fine_btm[7] <= 1;
							end
							if(sar[6] == 1) begin
								fine_btm[16] <= 1;
								fine_btm[6] <= 1;
							end
							if(sar[5] == 1) begin
								fine_btm[15] <= 1;
								fine_btm[5] <= 1;
							end
							fine_btm[14:10] <= 5'b11111;
						end
					endcase
				S_decide:
					if(cmp_clk_coarse) 
						if(cmp_out_coarse) begin
							coarse_btm[b_coarse] <= 1;
						end		
						else begin
							coarse_btm[b_coarse+5] <= 0;
						end
					else
						if(cmp_out) begin
							fine_btm[b] <= 1;
						end		
						else begin
							fine_btm[b+10] <= 0;
						end
			endcase
	end
endmodule
```
`/design/flow/constraint.sdc`:
```
current_design sar_logic_CS_10bit_k5

set clk_period 2.4
set clk_io_pct 0.2

create_clock -name clk0 -period $clk_period [get_ports {clk}]

set non_clock_inputs [all_inputs -no_clocks]
set_input_delay [expr $clk_period * $clk_io_pct] -clock clk0 $non_clock_inputs
set_output_delay [expr $clk_period * $clk_io_pct] -clock clk0 [all_outputs]
```
==> reports/metrics.yaml <==
route:
  drt_drc_violations_left: 0
  initialDrtViolationCount: 161
  drtPass1Iterations: 4
  num_antenna_cells: 0
  detailroute.via_count: 3616
  totalWireLength_um: 10720
  routed_via_density: 5.580
  avgRoutedWirePerCell_um: 16.55
  detail-route-antenna-nets: 0
power:
  power_per_cell_area_nw_per_um2: 505.5
  power_leakage_nw: 1.849
  power.ir.vdd_worst_v: 0.0003322
clock_tree:
  clk_root_buffer_cell: "sky130_fd_sc_hd__clkbuf_8"
  clkLatencyLatePin_ns: 0.34
  cts.clk_slew.worst_paths_ns: 0.08
  tritoncts_clock_tree: "yes"
  h-tree-depth: 3
  max-clock-path-buffers: 2
  tritoncts.num_buffers: 9
  cts_hold_repair.buffers: 0
  cts_sinks: 60
yosys:
  edf_count: 0
  ys.warnings.count: 1
  synthArstFlopShare_pct: 0
  post_synth.cell_area_avg_um2: 8.007
  ys_ff: 60
  syn_inst: 441
  yosysCellCount: 441
  synth_top_flop_cell: "sky130_fd_sc_hd__dfxtp_1"
  synth_area_um2: 3531
  post_synthesis_cell_type_count: 66
  synth.yosys.seq_area_share_pct: 34.02
  area_figure_in_the_yosys_stat_output_um2: 3531
layout:
  final_util_pct: 59.68
  most_numerous_logic_cell_after_layout: "sky130_fd_sc_hd__clkdlybuf4s50_1"
  filler_cell_count: 736
  post_route_cells_drive_above_1_share_pct: 15.65
  area_growth_pct: 41.67
  layout_top_cells_excl_fill_tap: "sky130_fd_sc_hd__clkdlybuf4s50_1 (83), sky130_fd_sc_hd__dfxtp_1 (58), sky130_fd_sc_hd__inv_1 (44), sky130_fd_sc_hd__nor2_1 (38), sky130_fd_sc_hd__nand2_1 (32)"
grt:
  gr-max-usage-layer: "met1"
  grt_util_all_layers_pct: 25.13
  globalRoute.totalOverflow: 0
  gr-usage-met1_pct: 38.79
  pin_count_of_the_biggest_net_entering_global_routing: 36
  groute.layer.met2.usage_pct: 38.10
  use_met3_pct: 3.775
  grt_pass1_vias: 3372
  grt_pass1_wl_um: 17280
  antenna_found_initial: 0
timing:
  fin_skew_ns: 0.009462
  worst_pin_slew_ns: 0.8791
  worst_slew_margin_rel_pct: 41.17
  period_minus_slack_ns: 2.638
  finalSetupViolCount: 10
  worst_slack_ns: -0.2378
  layout_worst_path_cycle_share_pct: 109.9
  timing.setup.tns_ns: -1.675
  timing.final.max_slew_violations: 0
  max_freq_mhz: 379.1
  rsz0062_at_grt: "yes"
  timing.final.hold_violations: 0
worst_setup_path:
  r2r_end: "sar[9]"
  r2r_setup_slack_ns: -0.24
  crit_path_end: "sar[9]"
  critical_path.startpoint: "b[0]"
  critical_path_required_ns: 2.65
  critical_path_peak_fanout: 6
  critPathLaunchType: "register"
  setup.worst_path.end_class: "register"
  timing.rr.start: "b[0]"
  cp.arrival_ns: 2.89
  timing.setup.critical_path_class: "reg -> reg"
  number_of_cell_instances_on_the_worst_register_to_register_path: 13
job:
  tool_warnings: 42
  maxCapViolations: 0
die:
  floorplan.initialDensity_pct: 42.13
  die_h_um: 95.96
  io-pin-count: 84
  fp.dieArea_um2: 9207
  core_area_um2: 8382
  fp-row-count: 33
  dieWidth_um: 95.96
placed_design:
  dp_hpwl_um: 7896
  finalWeightedCongestion: 0.9454
  portBuffers: 83
outcome:
  violations: "setup timing"
  outcome: "complete, but fails checks"
hold_path:
  worst_min_delay_path_class: "reg -> reg"
==> per-layer routing <==
| layer | up-vias | share of wire, % |
|---|---|---|
| li1 | 1761 | - |
| met1 | 1716 | 48 |
| met2 | 122 | 44 |
| met3 | 17 | 5.3 |
| met4 | 0 | 2.1 |
| met5 | - | 0 |
==> layout make-up <==
cell class	count	area [um^2]	share of cell area (%)
flip-flops and latches	60	1206	24.11
repair buffers	109	1039	20.76
inverters	49	188.9	3.777
multi-input cells	309	2213	44.25
well taps	105	131.4	2.626
clock inverters	7	100.1	2.001
clock buffers	9	123.9	2.476
==> cells in the mapped netlist, drive strengths merged, types with 4 or more instances <==
cell    instances  area [um^2]
a211oi          5        37.54
a21o            8        60.06
a21oi          29        148.9
a22o            4        35.03
a31oi           7        43.79
and3            5        31.28
buf            11        61.31
clkbuf         12        45.04
dfxtp          60         1201
ha             23        287.8
inv            49        183.9
nand2          33        123.9
nand2b         13        81.33
nand3           9        45.04
nand3b          7        52.55
nand4          11        68.82
nor2           38        142.6
nor2b           7        43.79
nor3b           4        30.03
o211ai         10        75.07
o21a            7        52.55
o21ai          24        120.1
o22ai           4        37.53
or2             6        37.54
==> metrics by stage <==
stage	setup slack, ns	hold WS (ns)	instance area, um^2	total power [mW]	cells
after detailed placement	-0.3595	0.4469	4616	1.458	628
after CTS	-0.1310	0.4576	4950	2.514	647
final	-0.2378	0.4577	5002	2.529	648
after global routing	-0.4078	0.4888	5002	2.645	648
after floorplan	-0.3898	0.4095	3595	1.298	441
after global placement	-0.2385	0.4526	4616	1.454	628
==> cell families after synthesis <==
logic type	share of synthesized area (%)
DFF	34.02
xor gates and xnor gates	0.7443
AOI/OAI and AO/OA	25.05
muxes	1.488
buffers and inverters	8.221
and+or+nand+nor	22.33
adders and majority gates	8.150
==> power breakdown <==
group | leakage [nW] | internal (mW) | switching, mW
Combinational | 1.25 | 0.208 | 0.243
Clock | 0.114 | 0.591 | 0.444
Sequential | 0.487 | 1.02 | 0.0263
Total | 1.85 | 1.82 | 0.713
==> flip-flops by register name (all words and copies together) (netlist names), 3 cells and up <==
register    count
sar            10
fine_btm       20
state           6
b               4
coarse_btm     10
b_coarse        3
==> critical path, cell delays in order, from the launching register on <==
cell and delay [ns]:
sky130_fd_sc_hd__dfxtp_4 0.37, sky130_fd_sc_hd__inv_6 0.03, sky130_fd_sc_hd__ha_4 0.14, sky130_fd_sc_hd__or2_4 0.25
sky130_fd_sc_hd__o21ai_4 0.14, sky130_fd_sc_hd__o21a_4 0.19, sky130_fd_sc_hd__nand3_4 0.09, sky130_fd_sc_hd__inv_2 0.08
sky130_fd_sc_hd__ha_4 0.20, sky130_fd_sc_hd__and4b_1 0.26, sky130_fd_sc_hd__nand4_1 0.15, sky130_fd_sc_hd__buf_4 0.17
sky130_fd_sc_hd__a211o_1 0.27, sky130_fd_sc_hd__o41ai_2 0.19
==> what timing repair did <==
action,in CTS,in global routing
setup endpoints to repair,10,10
setup buffers,3,1
resized,17,8
endpoints found under the hold margin,0,0
pin swaps,14,8
==> worst min path at each step <==
stage | depth (start not counted) | end | from
4_1_cts | 1 | cmp_clk | state[2]
5_1_grt | 1 | cmp_clk | state[2]
6_report | 1 | cmp_clk | state[2]
Power and IR drop assume default switching activity.
