===== flow/run.sh =====
#!/bin/bash
# OpenROAD 26Q1-2900-gdf79404cd8, Yosys 0.63+post, stock flow scripts
make -C /OpenROAD-flow-scripts/flow DESIGN_CONFIG=/design/flow/config.mk WORK_HOME=/design/flow/orfs finish

===== flow/design.v =====
module sar_logic_CS_10bit_k7(
	input clk,
	input rst,
	input cnvst,
	input cmp_out,
	input cmp_out_coarse,
	output reg [9:0] sar,  
	output reg eoc,  
	output reg cmp_clk,  
	output reg cmp_clk_coarse,
	output reg s_clk,  
	output reg [19:0] fine_btm,
	output reg [13:0] coarse_btm,
	output reg fine_switch_drain,
	output reg coarse_switch_drain,
	output s_clk_not,
	output [19:0] fine_btm_not,
	output [13:0] coarse_btm_not,
	output fine_switch_drain_not,
	output coarse_switch_drain_not
	);
	parameter S_wait						= 4'd0;
	parameter S_drain 					= 4'd1;
	parameter S_comprst					= 4'd2;
	parameter S_ds							= 4'd3;
	parameter S_comprst_coarse 	= 4'd4;
	parameter S_decide					= 4'd5;
	assign s_clk_not = ~s_clk;
	assign fine_btm_not = ~fine_btm;
	assign fine_switch_drain_not = ~fine_switch_drain;
	assign coarse_btm_not = ~coarse_btm;
	assign coarse_switch_drain_not = ~coarse_switch_drain;
	reg [3:0] state;
	reg drain;
	reg [3:0] b;
	reg [2:0] b_coarse;
	reg ds;
	reg fine_up;  
	always @(posedge clk) begin  
		if (rst) 
			state <= S_wait;
		else
			case(state)
				S_wait:
					if(cnvst)
						state <= S_drain;
					else 
						state <= S_wait;
				S_drain:
					if(drain)
						state <= S_drain;
					else
						state <= S_comprst_coarse;
				S_comprst:
					state <= S_decide;
				S_comprst_coarse:
					state <= S_decide;
				S_ds:
					if(ds==0)
						state <= S_comprst;
				S_decide:
					if(b==0)
						state <= S_wait;
					else
						if(b_coarse)
							state <= S_comprst_coarse;
						else if(ds)
							state <= S_ds;
						else 
							state <= S_comprst;
			endcase
	end
	always @(posedge clk) begin  
		if (rst) 
			eoc <= 0;
		else 
			if (b == 0 && state == S_decide) 
				eoc <= 1;
			else
				eoc <= 0;
	end
	always @(posedge clk) begin  
		if (rst)
			b <= 0;
		else 
			case(state)
				S_wait:
					b <= 4'd9;
				S_decide:
					if(b)
						b <= b - 1;
			endcase
	end
	always @(posedge clk) begin  
		if (rst)
			b_coarse <= 3'd6;
		else 
			case(state)
				S_wait:
					b_coarse <= 3'd6;
				S_decide:
					if(b_coarse)
						b_coarse <= b_coarse - 1;
			endcase
	end
	always @(*) begin  
		if (rst) 
			s_clk <= 1;
		else 
			if (state == S_wait) 
				s_clk <= 1;
			else
				s_clk <= 0;
	end
	always @(posedge clk) begin  
		if (rst) 
			cmp_clk <= 0;
		else 
			if (state == S_comprst) 
				cmp_clk <= 1;
			else
				cmp_clk <= 0;
	end
	always @(posedge clk) begin  
		if (rst) 
			cmp_clk_coarse <= 0;
		else 
			if (state == S_comprst_coarse) 
				cmp_clk_coarse <= 1;
			else
				cmp_clk_coarse <= 0;
	end
	always @(posedge clk) begin  
		if (rst) 
			drain <= 1;
		else 
			if (state == S_drain)
				drain <= 0;
			else if (state == S_wait)
				drain <= 1;
	end
	always @(posedge clk) begin  
		if (rst) 
			ds <= 1;
		else 
			if (state == S_ds)
				ds <= 0;
			else if (state == S_wait)
				ds <= 1;
	end
	always @(posedge clk) begin  
		if (rst) begin
			sar <= 0;
		end
		else
			case(state)
				S_wait:
					sar <= 10'b1000000000;
				S_decide: begin
					if(cmp_clk_coarse) begin
						if(cmp_out_coarse == 0)
							sar[b] <= 0;
						if(b)
						 sar[b-1] <= 1;
					end
					else begin
						if(cmp_out == 0)
							sar[b] <= 0;
						if(b)
							sar[b-1] <= 1;
					end
				end
			endcase
	end
	always @(posedge clk) begin  
		if (rst) begin
			fine_btm <= 20'd0;
			fine_switch_drain <= 1;
			coarse_switch_drain <= 1;
			coarse_btm <= 14'd0;
		end
		else
			case(state)
				S_wait: begin
					fine_btm <= 20'd0;
					coarse_btm <= 14'd0;
					fine_switch_drain <= 1;
					coarse_switch_drain <= 1;
				end
				S_drain:
					case(drain)
						1:
							coarse_switch_drain <= 0;
						0: begin
							coarse_btm <= 14'b11111110000000;
							end
						endcase
				S_ds:
					case(ds)
						1:
							fine_switch_drain <= 0;
						0: begin
							if(sar[9] == 1) begin
								fine_btm[19] <= 1;
								fine_btm[9] <= 1;
							end
							if(sar[8] == 1) begin
								fine_btm[18] <= 1;
								fine_btm[8] <= 1;
							end
							if(sar[7] == 1) begin
								fine_btm[17] <= 1;
								fine_btm[7] <= 1;
							end
							if(sar[6] == 1) begin
								fine_btm[16] <= 1;
								fine_btm[6] <= 1;
							end
							if(sar[5] == 1) begin
								fine_btm[15] <= 1;
								fine_btm[5] <= 1;
							end
							if(sar[4] == 1) begin
								fine_btm[14] <= 1;
								fine_btm[4] <= 1;
							end
							if(sar[3] == 1) begin
								fine_btm[13] <= 1;
								fine_btm[3] <= 1;
							end
							fine_btm[12:10] <= 3'b111;
						end
					endcase
				S_decide:
					if(cmp_clk_coarse) 
						if(cmp_out_coarse) begin
							coarse_btm[b_coarse] <= 1;
						end		
						else begin
							coarse_btm[b_coarse+7] <= 0;
						end
					else
						if(cmp_out) begin
							fine_btm[b] <= 1;
						end		
						else begin
							fine_btm[b+10] <= 0;
						end
			endcase
	end
endmodule

===== flow/constraint.sdc =====
current_design sar_logic_CS_10bit_k7

set clk_period 4.1
set clk_io_pct 0.2

create_clock -name clk0 -period $clk_period [get_ports {clk}]

set non_clock_inputs [all_inputs -no_clocks]
set_input_delay [expr $clk_period * $clk_io_pct] -clock clk0 $non_clock_inputs
set_output_delay [expr $clk_period * $clk_io_pct] -clock clk0 [all_outputs]

===== flow/config.mk =====
export PLATFORM = sky130hd
export DESIGN_NAME = sar_logic_CS_10bit_k7
export DESIGN_NICKNAME = sar_logic_CS_10bit_k7
export VERILOG_FILES = /design/flow/design.v
export SDC_FILE = /design/flow/constraint.sdc
export NUM_CORES = 4
export LEC_CHECK = 1
export CORE_UTILIZATION = 30

==> results.toml <==
# physical design summary
[grt]
grt_pass1_wl_mm = 19.06
antenna_found_initial = 0
grt_max_degree = 54
grt_use_total = 0.1849
grt-ovfl-total = 0
grt_pass1_vias = 3604

[floorplanning]
fp_util = 0.3081
chip_area_um2 = 13470
pin_count = 92
num_rows = 41
dieWidth_um = 116.1
design.core.area_um2 = 12670
die_h_um = 116.1

[synth]
synth_area_per_cell_um2 = 7.654
yosys_warnings = 1
yosysTopAreaCellShare = 0.3282
ys_async_sr_fraction = 0
synthCells = 510
ys_area_um2 = 3904
synth_area_um2 = 3904
ys_cells = 510
netlist-cell-type-count = 59
edf_count = 0
ys.flop_type = "dfxtp_1"
area_leaders = "dfxtp_1, a21oi_1, ha_1"
ys_seq_frac = 0.3282
yosysTopAreaCell = "dfxtp_1"
ys_ff = 64

[setup_path]
cp.arrival_ns = 3.77
setup.worst_path.class = "flop to flop"
endpoint_kind = "flop"
regToRegSetupSlack_ns = 0.57
cp_common_cell = "ha_1"
critPathLaunch = "b[1]"
slowest_delay_ns = 0.53
crit_slowest_cell = "or4b_1"
cp-start-kind = "flop"
path_max_fanout = 16
crit_path_cell_trace = "inv_1, ha_1, buf_4, nand2b_4, or2_2, ha_1, nor4b_1, and2_1, a32oi_1, or4b_1, a211oi_1"
r2r-start = "b[1]"
worstPathRequired_ns = 4.34

[power_and_ir_drop]
power_frac_comb = 0.158
switchingPower_mw = 0.4733
ir_worst_vdd_uv = 210.3
power_density_nw_per_um2 = 339.8
report.power.total_mw = 1.796
p_int_mw = 1.323
seqPwrFrac = 0.362
leakagePower_nw = 1.922
switching_share = 0.2634
clock_power_share = 0.480

[detailed_routing]
first_pass_iters = 5
ant_nets = 0
viasPerCell = 5.195
wl_mm = 12.01
dr.first_iter.drc_count = 266
n_antenna_cell = 0
drcViolationCount = 0
vias = 3974
wl_per_cell_um = 15.70

[final_timing]
timing.final.crit_share = 0.8613
rsz0062_at_grt = "false"
hold_viol = 0
setup_slack_ns = 0.5687
setup_violations = 0
finalClockSkew_ns = 0.006974
drv_slew = 0
worstMarginPinSlew_ns = 0.7994
finalSetupTns_ns = 0
slew_headroom = 0.4654
fin_crit_ns = 3.531
max_clock_freq_mhz = 283.2
holdWs_ns = 0.4581

[cells_and_area]
fillerInstances = 1266
final_cell_area_um2 = 5286
mostFrequentLayoutCells = "clkdlybuf4s50_1, dfxtp_1, a21oi_1, inv_1"
areaGrowthSynthToFinish_pct = 35.42
utilization = 0.4172
lay_top_count = "clkdlybuf4s50_1"
combGateArea_um2 = 2286
seq_area_um2 = 1281
drive_above_1_share = 0.07083
finalNonFillerCells = 765

[placement]
place_area_um2 = 4947
gp_congestion = 0.9491
portBuffers = 91
dp_cells = 749
hpwl_mm = 8.862
dp_worst_setup_slack_ns = 0.6291

[run_status]
outcome = "finished clean"

[clock_tree]
cts_buffer_depth = 2
path_clk_slew_ns = 0.06
hold_buffers = 0
cts_resized = 0
clock_sinks = 64
root_buffer = "clkbuf_16"
cts_setup_buffers = 0
htreeDepth = 3
numCtsBuffers = 9
cts_tree = "done"
clock_latency_ns = 0.33

[min_path]
hold_path.class = "flop to flop"
min_from = "state[1]"

[job]
tool_warnings = 35
maxCapViolCount = 0
==> sequential cells by signal, summed over array words and instances, names as in the netlist <==
signal / count
coarse_btm: 14
b_coarse: 3
cmp_clk_coarse: 1
fine_switch_drain: 1
state: 6
coarse_switch_drain: 1
sar: 10
b: 4
ds: 1
eoc: 1
drain: 1
cmp_clk: 1
fine_btm: 20
==> cell type report <==
class                      count  share of cell area
tap                          172             0.04071
clock buffer                  11             0.04781
inverter                      55             0.03905
multi-input combinational    360              0.4324
sequential                    64              0.2424
timing repair buffer          98              0.1813
clock inverter                 5             0.01633
==> cells in the mapped netlist, types with 5 or more instances <==
library cell  instances
nand3b_1              5
a311oi_1              5
a31o_2                7
or2_2                 6
nor3b_1               7
dfxtp_1              64
nand4_1               5
a21oi_1              58
buf_2                 5
o21ai_0              27
inv_1                54
clkbuf_1             21
nand2_1              37
nor2_1               37
a211oi_1             15
nor3_1               15
nor2b_1              11
nand2b_1              9
nand3_1              15
a31oi_1               6
a21boi_0              5
ha_1                 20
==> power groups by stage <==
stage	Combinational, mW	Sequential, mW	Clock [mW]
6_report	0.283	0.650	0.863
5_1_grt	0.311	0.653	0.911
4_1_cts	0.281	0.650	0.875
==> metal layers <==
layer  part of all wire  up-vias  track usage
met1               0.45     1819       0.2585
met2               0.46      156       0.3028
li1                   -     1972            -
met4              0.031        0      0.04786
met3              0.059       27      0.02824
met5                  0        -            0
==> final timing paths <==
check | cells after the start | endpoint
max | 11 | sar[2]
min | 1 | cmp_clk_coarse
max reg2reg | 11 | sar[2]
min reg2reg | 1 | cmp_clk_coarse
==> logic make-up (layout without fill, tap and decap cells) <==
group                      count (synthesis)  count (layout)  synth area share
muxes                                      1               1          0.002564
xor gates and xnor gates                   3               3          0.006732
adders and majority gates                 20              20           0.06410
DFF                                       64              64            0.3282
AOI/OAI and AO/OA                        161             161            0.2718
buffers and inverters                     86             169           0.08621
and+or+nand+nor                          175             175            0.2404
==> worst max-delay path: cells and delay by family (launching register included) <==
kind                       cells  cell delay (ns)
DFF                            1             0.40
adders and majority gates      2             0.57
buffers and inverters          2             0.40
AOI/OAI and AO/OA              2             0.34
and+or+nand+nor                5             1.74
Power and IR drop assume default switching activity.
